==> /design/flow/design.v <==
module counter_4bit(
    input clk,           
    input reset,         
    input enable,        
    output [3:0] count   
);
    reg [3:0] count_reg;
    always @(posedge clk or posedge reset) begin
        if (reset) begin
            count_reg <= 4'b0000;        
        end else if (enable) begin
            count_reg <= count_reg + 1;  
        end
    end
    assign count = count_reg;
endmodule
==> /design/flow/run.sh <==
#!/bin/bash
# OpenROAD 26Q1-2900-gdf79404cd8, Yosys 0.63+post, stock flow scripts
make -C /OpenROAD-flow-scripts/flow DESIGN_CONFIG=/design/flow/config.mk WORK_HOME=/design/flow/orfs finish
==> /design/flow/config.mk <==
export PLATFORM = sky130hd
export DESIGN_NAME = counter_4bit
export DESIGN_NICKNAME = counter_4bit
export VERILOG_FILES = /design/flow/design.v
export SDC_FILE = /design/flow/constraint.sdc
export NUM_CORES = 4
export LEC_CHECK = 1
export CORE_AREA = 10 10 70 70
export DIE_AREA = 0 0 80 80
==> /design/flow/constraint.sdc <==
current_design counter_4bit

set clk_period 1.1
set clk_io_pct 0.2

create_clock -name clk0 -period $clk_period [get_ports {clk}]

set non_clock_inputs [all_inputs -no_clocks]
set_input_delay [expr $clk_period * $clk_io_pct] -clock clk0 $non_clock_inputs
set_output_delay [expr $clk_period * $clk_io_pct] -clock clk0 [all_outputs]
==> run summary <==
Outcome: completed
Chip area line of the yosys report: 164 um^2
Number of register bits inferred by synthesis: 4
Leakage power of the design: 0.176 nW
Largest net degree at the start of global routing: 5
CP required: 1210 ps
Post-route DRC violation count: 0
Reg2Reg Launch Point: count_reg[1]
Max_cap viols: 0
Power density over cell area: 2670 nW/um^2
Signed area change from the synthesized netlist to the final layout: 150%
Terminus of the critical flop-to-flop path: count_reg[1]
Bufs on Longest Clock Path: 2
Worst clock skew: 4.54 ps
Max-slew violation count: 0
Via count of the first global-routing pass: 174
Syn avg cell area: 13.7 um^2
Total number of placement rows: 21
Number of top-level pins: 7
Routed len/inst: 7.03 um
Worst R2R Path Depth: 3
Flop-to-flop setup slack: 2 ps
Vias: 163
Skew-Pair Late Insertion Delay: 240 ps
Post-route clock period utilization: 99.8%
Die footprint: 6400 um^2
Syn Inst Count: 12
Floorplan Utilization: 4.80%
Height of the chip: 80 um
Fill cell total of the finished layout: 403
Via-to-Cell Ratio: 2.09
Number of iterations in the first detailed-routing pass: 2
Total length of routed wires: 548 um
Clock transition at the registers of the reported paths: 40 ps
Crit path kind: reg -> reg
Number of sinks handled by clock tree synthesis: 4
Number of hold violations in the final report: 0
Unrepaired setup endpoints after global routing: true
Endpoint class of the critical path: register
Sequential cell area fraction in the yosys report: 61.1%
Yosys warns: 1
Clk root buf: clkbuf_4
Inserted Clock Buffers: 3
CP max FO: 3
Chip width: 80 um
Data arrival time of the worst path: 1210 ps
Final weighted congestion in routability-driven placement: 0.697
Clock tree from TritonCTS: built
Path type of the worst min-delay path: in -> async
Post-synth cell types: 8
Number of antenna-violating nets in the routed design: 0
Number of antenna violations at the first check in global routing: 0
Count of input and output buffers: 6
H-tree levels: 1
Log Warnings: 27
Slew at the pin closest to its max-slew limit: 176 ps
Maximum clock rate: 0.911 GHz
Fraction of final layout cells with drive strength greater than 1: 50.0%
ANT cells: 0
GRT overflow: 0
Worst hold slack after final layout: 187 ps
Slew headroom: 88.2%
Peak supply drop: 0.00120 V
Setup ws final: 2.05 ps
Startpoint class of the critical path: register
Wire length of the first global-routing pass: 869 um
Tot GR Track Use: 1.88%
Number of cell instances after yosys synthesis: 12
Mapped cell area: 164 um^2
Post-layout minimum cycle time: 1100 ps
Max reg flops: 4
Core area: 3420 um^2
Number of endpoints failing setup at the final stage: 0
Post-Place Setup Slack: -137 ps
DR iter-0 viols: 6
## how the worst max path moves through the flow
stage	end	slack, ps	start
CTS	count[0]	-2	count_reg[0]
finish	count_reg[1]	2	count_reg[1]
global route	count_reg[1]	-30	count_reg[1]
## through the flow
step / utilization (%) / setup TNS [ps] / cells / cell area, um^2 / power (mW)
detailed placement: 9.12 / -228 / 68 / 312 / 0.667
CTS: 10.9 / -1.75 / 74 / 372 / 0.963
global placement: 9.12 / -118 / 68 / 312 / 0.652
global route: 12.0 / -52.8 / 78 / 409 / 1.19
finish: 12.0 / 0 / 78 / 409 / 1.09
floorplan: - / 0 / 12 / 164 / 0.382
## cell type report
type                       instances  area [um^2]  area share [%]
timing repair buffer              17          149            36.4
sequential                         4          100            24.5
multi-input combinational          7         76.3            18.7
tap                               46         57.6            14.1
clock buffer                       3         22.5            5.50
inverter                           1         3.75           0.917
## synth_stat cells
cell type | count | share of area, %
dfrtp_1 | 4 | 61
ha_1 | 1 | 7.6
inv_1 | 1 | 2.3
mux2_2 | 1 | 6.9
nand2_1 | 1 | 2.3
nand4_1 | 1 | 3.8
xnor2_1 | 2 | 11
xor2_1 | 1 | 5.3
## cell families after synthesis
logic type / count (synthesis) / synth area share, %
buffers and inverters: 1 / 2.29
adders and majority gates: 1 / 7.63
muxes: 1 / 6.87
and+or+nand+nor: 2 / 6.11
xor gates and xnor gates: 3 / 16.0
DFF: 4 / 61.1
## report_power, final
group | switching [mW] | internal (mW)
combinational | 0.188 | 0.446
sequential | 0.0474 | 0.227
clock | 0.0619 | 0.122
## placed cells by master (no fill, tap or decap), types with 2 or more instances in the layout
cell,netlist,routed
clkdlybuf4s50_1,0,2
clkdlybuf4s15_1,0,3
dfrtp_1,4,4
xnor2_1,2,2
clkbuf_4,0,3
buf_6,0,2
buf_4,0,9
## worst max-delay path: stages (launching register included)
cell and delay, ps:
dfrtp_1 380, buf_6 130, ha_4 220, mux2_4 250
## layer usage
metal / part of all wire (%) / track usage (%) / vias to the layer above
li1: - / - / 79
met1: 60 / 3.01 / 74
met2: 29 / 1.61 / 10
met3: 11 / 1.59 / 0
met4: 0 / 0.352 / 0
met5: 0 / 0 / -
## what timing repair did
item                       CTS  global route
setup endpoints to repair    4             5
gates resized                7             4
buffers inserted             3             4
pin swaps                    0             1
hold buffers                 0             0
Power is estimated from default activity; no workload was simulated.
