==> ./design.v <==
module comparator_4bit(
    input[3:0] a,
    input[3:0] b,
    output greater,
    output equal,
    output less
);
    assign greater = (a > b);
    assign equal = (a == b);
    assign less = (a < b);
endmodule
==> ./run.sh <==
#!/bin/bash
# OpenROAD 26Q1-2900-gdf79404cd8, Yosys 0.63+post, stock flow scripts
make -C /OpenROAD-flow-scripts/flow DESIGN_CONFIG=/design/flow/config.mk WORK_HOME=/design/flow/orfs finish
==> ./config.mk <==
export PLATFORM = sky130hd
export DESIGN_NAME = comparator_4bit
export DESIGN_NICKNAME = comparator_4bit
export VERILOG_FILES = /design/flow/design.v
export SDC_FILE = /design/flow/constraint.sdc
export NUM_CORES = 4
export LEC_CHECK = 1
export CORE_AREA = 10 10 70 70
export DIE_AREA = 0 0 80 80
==> ./constraint.sdc <==
current_design comparator_4bit

set clk_period 2.9
set clk_io_pct 0.2

create_clock -name clk0 -period $clk_period

set non_clock_inputs [all_inputs -no_clocks]
set_input_delay [expr $clk_period * $clk_io_pct] -clock clk0 $non_clock_inputs
set_output_delay [expr $clk_period * $clk_io_pct] -clock clk0 [all_outputs]
==> out/qor.tcl <==
set qor(mux_area_share_pct) 0
set qor(post-layout-total-power_mw) 0.0398
set qor(grt_start_max_net_pins) 3
set qor(setup_repair_after_global_routing_missed_its_margin) {no}
set qor(io_buffer_count) 11
set qor(route.antenna.diode_count) 0
set qor(rows) 21
set qor(die_width_um) 80
set qor(criticalPathCategory) {in -> out}
set qor(critical-path-max-stage-delay_ns) 0.46
set qor(crit_required_ns) 2.32
set qor(syn_avg_cell_area_sq_um) 8.05
set qor(timing.hold.worst_path_depth) 6
set qor(num-clock-buffers) 0
set qor(grt_pass1_wl_um) 752
set qor(antenna_left) 0
set qor(ctsResizeCount) 0
set qor(post-route-period-util_pct) 96.7
set qor(global_route.overflow_total) 0
set qor(hold_path_class) {in -> out}
set qor(ir_drop_v) 0.0000177
set qor(simple_gate_share_pct) 24.3
set qor(yosysUniqueCellTypes) 9
set qor(first_iter_violations) 1
set qor(chip_area_sq_um) 6400
set qor(die_h_um) 80
set qor(hold_path_end) {less}
set qor(arrival_ns) 2.22
set qor(number_of_global_route_vias_before_repair) 148
set qor(crit_path_most_repeated_cell) {clkdlybuf4s50_1}
set qor(setup_viol) 0
set qor(fin_setup_tns_ns) 0
set qor(cts_post_setup_buffers_inserted) 0
set qor(io-pin-count) 11
set qor(drc_errors) 0
set qor(synth.yosys.chip_area_sq_um) 129
set qor(routabilityCongestion) 0.661
set qor(syn_to_final_growth_pct) 130
set qor(synth.top_cells.by_count) {ha_1, inv_1, nand2_1}
set qor(timing.hold.worst.start) {b[3]}
set qor(run_status) {completed}
set qor(sequential_cell_area_sq_um) 0
set qor(layout_min_cycle_time_ns) 2.80
set qor(ys_seq_share_pct) 0
set qor(fmaxAchievable_mhz) 357
set qor(core-area_sq_um) 3420
set qor(capturing_element_type_of_the_critical_path) {primary output}
set qor(first_pass_iters) 2
set qor(wire_per_inst_um) 6.45
set qor(via_count) 148
set qor(arithmetic_cell_share_of_the_synthesized_area_counting_full_adders_half_adders_and_majority_gates_pct) 38.8
set qor(wirelength_um) 471
set qor(post_route_cells_drive_above_1_share_pct) 11.1
set qor(netlist_area_sq_um) 129
set qor(yosys.area.top_type_share_pct) 38.8
set qor(drv.max_cap_violation_count) 0
set qor(antenna_found_initial) 0
set qor(warning_count) 32
set qor(top_cells_by_area) {ha_1, o21bai_4, inv_1, nor2b_4, a21oi_2}
set qor(post_synthesis_xor_xnor_area_fraction_pct) 0
set qor(power_leakage_nw) 0.118
set qor(largest_logic_family) {adder cells}
set qor(worstPathCellList) {clkdlybuf4s50_1, inv_1, ha_1, a21oi_1, and2_1, clkdlybuf4s50_1}
set qor(cp_slowest_cell) {clkdlybuf4s50_1}
set qor(cell_pwr_density_nw_per_um2) 134
set qor(finalMaxSlewViolations) 0
set qor(fp_util_pct) 3.77
set qor(yosys_warnings) 0
set qor(worstMarginPinSlew_ns) 0.243
set qor(hold_buffers) 0
set qor(detail_route.vias_per_cell) 2.03
set qor(worstPathMaxFanout) 2
set qor(slew-limit-headroom_pct) 83.8
set qor(flop-count) 0
set qor(ys_cells) 16
set qor(critPathLaunchType) {input pin}
set qor(synth_area_leader_cell) {ha_1}
set qor(global_route.usage.total_pct) 1.43
set qor(netlist_instances) 16
set qor(finalHoldViolations) 0
set qor(synth.cellmix.compoundShare_pct) 25.2
-- power by group --
part           total, mW  leakage (nW)  internal (mW)  switching [mW]
sequential             0             0              0               0
combinational     0.0398         0.118         0.0273          0.0125
clock                  0             0              0               0
-- metrics by stage --
stage,cells,setup slack [ns],instance area (sq um),hold WS [ns],util [%]
2_1_floorplan,16,1.10,129,1.39,-
3_3_place_gp,73,0.0793,297,2.37,8.68
3_5_place_dp,73,0.0889,297,2.37,8.68
4_1_cts,73,0.0880,297,2.37,8.68
5_1_grt,73,0.0113,297,2.42,8.68
6_report,73,0.0965,297,2.35,8.68
-- critical path, delay by kind of cell --
family / cells / cell delay (ns)
AOI/OAI and AO/OA: 1 / 0.25
adders and majority gates: 1 / 0.28
buffers and inverters: 3 / 0.95
and+or+nand+nor: 1 / 0.16
-- worst max path at each step --
stage / startpoint / endpoint / depth (start not counted)
4_1_cts: b[3] / greater / 7
5_1_grt: b[3] / less / 6
6_report: b[3] / less / 6
-- kinds of logic (layout without fill, tap and decap cells) --
kind of cell | count (synthesis) | in the layout
simple gates | 5 | 5
fa+ha+maj | 4 | 4
buf+inv | 4 | 15
compound gates | 3 | 3
-- per-layer routing --
layer	vias to the layer above	global-route usage, %	routed length, um
li1	74	-	-
met1	65	1.85	205
met2	9	2.25	186
met3	0	0.682	78
met4	0	0	0
met5	-	0	0
-- cells in the final DEF (no fill, tap or decap) --
master	Yosys	routed
clkdlybuf4s50_1	0	11
inv_1	4	4
ha_1	4	4
nand2_1	2	2
nor2b_4	1	1
o21bai_4	1	1
a21oi_1	1	1
and2_1	1	1
nor2_1	1	1
a21oi_2	1	1
-- layout make-up --
type | count | area (sq um)
tap | 46 | 57.6
multi-input combinational | 12 | 114
inverter | 4 | 15.0
timing repair buffer | 11 | 110
fill | 404 | 3120
Power and IR drop assume default switching activity.
