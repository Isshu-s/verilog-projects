$ cat /design/flow/config.mk
export PLATFORM = sky130hd
export DESIGN_NAME = ripple_carry_adder
export DESIGN_NICKNAME = ripple_carry_adder
export VERILOG_FILES = /design/flow/design.v
export SDC_FILE = /design/flow/constraint.sdc
export NUM_CORES = 4
export LEC_CHECK = 1
export CORE_AREA = 10 10 70 70
export DIE_AREA = 0 0 80 80
$ cat /design/flow/constraint.sdc
current_design ripple_carry_adder

set clk_period 3.8
set clk_io_pct 0.2

create_clock -name clk0 -period $clk_period

set non_clock_inputs [all_inputs -no_clocks]
set_input_delay [expr $clk_period * $clk_io_pct] -clock clk0 $non_clock_inputs
set_output_delay [expr $clk_period * $clk_io_pct] -clock clk0 [all_outputs]
$ cat /design/flow/design.v
module full_adder(
    input a,
    input b,
    input cin,       
    output sum,
    output cout      
);
    wire sum1, carry1, carry2;
    half_adder ha1(
        .a(a),
        .b(b),
        .sum(sum1),
        .carry(carry1)
    );
    half_adder ha2(
        .a(sum1),
        .b(cin),
        .sum(sum),
        .carry(carry2)
    );
    assign cout = carry1 | carry2;
endmodule
module half_adder(
    input a,
    input b,
    output sum,
    output carry
);
    assign sum = a ^ b;
    assign carry = a & b;
endmodule
module ripple_carry_adder(
    input [3:0] a,       
    input [3:0] b,       
    input cin,           
    output [3:0] sum,    
    output cout          
);
    wire c1, c2, c3;
    full_adder fa0(
        .a(a[0]),
        .b(b[0]),
        .cin(cin),
        .sum(sum[0]),
        .cout(c1)
    );
    full_adder fa1(
        .a(a[1]),
        .b(b[1]),
        .cin(c1),
        .sum(sum[1]),
        .cout(c2)
    );
    full_adder fa2(
        .a(a[2]),
        .b(b[2]),
        .cin(c2),
        .sum(sum[2]),
        .cout(c3)
    );
    full_adder fa3(
        .a(a[3]),
        .b(b[3]),
        .cin(c3),
        .sum(sum[3]),
        .cout(cout)
    );
endmodule
$ cat /design/flow/run.sh
#!/bin/bash
# OpenROAD 26Q1-2900-gdf79404cd8, Yosys 0.63+post, stock flow scripts
make -C /OpenROAD-flow-scripts/flow DESIGN_CONFIG=/design/flow/config.mk WORK_HOME=/design/flow/orfs finish
==> impl_metrics.tcl <==
# collected from the flow reports
set metrics [dict create \
    ys_sh_simple_pct 0 \
    vias 126 \
    ys_sh_xor_pct 0 \
    seq_cells 0 \
    io_pins 14 \
    finalClockPeriodUsage_pct 96.8 \
    ys_chip_area_sq_um 148 \
    drive_above_1_share_pct 28.6 \
    fp.dieW_um 80 \
    ys_types 3 \
    initial_core_util_pct 4.32 \
    rows 21 \
    cpLargestDelayFamily "buffers and inverters" \
    core-area_sq_um 3420 \
    filler_cell_count 404 \
    hold_depth 5 \
    drt-initial-drc-count 0 \
    viasPerCell 1.70 \
    routabilityCongestion 0.793 \
    grt_max_degree 2 \
    synth_area_sq_um 148 \
    grt_pass1_vias 136 \
    worstPathArrival_ps 2920 \
    syn_inst 18 \
    critical_path.most_common_cell "fa_2" \
    wl_um 406 \
    dp_hpwl_um 404 \
    cp-start-kind "input port" \
    antenna_found_initial 0 \
    pre_cts_ws_ps -198 \
    tool_warnings 32 \
    flop_area_sq_um 0 \
    ys_cells 18 \
    mux_area_share_pct 0 \
    post-route-worst-setup-slack_ps 122 \
    post-synth-top-area-cell "fa_1" \
    irDropWorstVdd_uv 25.6 \
    wl_per_cell_um 5.49 \
    drtPass1Iterations 1 \
    slowest_stage "clkdlybuf4s50_1" \
    gr-total-overflow 0 \
    hold_end "sum[0]" \
    yosys.area.top_type_share_pct 54.2 \
    fin_crit_ps 3680 \
    yosysMostFrequentCell "inv_1" \
    die-area_sq_um 6400 \
    worstSetupPathType "in -> out" \
    rsz0062_at_grt "no" \
    setup.worst_path.end_class "output pin" \
    p_leak_nw 0.140 \
    holdCritPathClass "in -> out" \
    num_antenna_cells 0 \
    grt_usage_pct 1.18 \
    drc_errors 0 \
    synthAoiAreaFrac_pct 0 \
    syn-mean-instance-area_sq_um 8.20 \
    hold_viol 0 \
    hold_path.startpoint "cin" \
    top_logic_kind "adder cells" \
    finalMaxSlewViolations 0 \
    worst_slew_pin_slew_ps 99.4 \
    path_buffers 6 \
    io_buffers 14 \
    synth_seq_share_pct 0 \
    outcome "completed" \
    place_inst 74 \
    die_h_um 80 \
    drv_cap 0 \
    max_stage_delay_ps 460 \
    synthTopCellsByArea "fa_1 (54%), inv_1 (25%), buf_4 (20%)" \
    nClkBuffers 0 \
    fin_setup_tns_ps 0 \
    setup_viol 0 \
    critPathMaxFanout 1 \
    area_growth_pct 121 \
    detail-route-antenna-nets 0 \
    top_cells_by_count "inv_1 (10), buf_4 (4), fa_1 (4)" \
    path_cells "clkdlybuf4s50_1, inv_1, fa_2, inv_2, fa_2, fa_2, inv_2, fa_2, inv_1, clkdlybuf4s50_1" \
    p_per_area_nw_per_um2 116 \
    ctsHoldBuffers 0 \
    grt_pass1_wl_um 593 \
    maxSlewHeadroom_pct 93.4 \
    fmax_mhz 272 \
    synth-adder-area-share_pct 54.2 \
    instances_no_fill 74 \
    synth_warnings 0 \
    required_ps 3040 \
]
==> timing repair <==
| action | CTS | global route |
|---|---|---|
| endpoints found under the setup margin | 2 | 2 |
| cloned | 0 | 0 |
| buffers inserted | 0 | 0 |
| pin swaps | 2 | 3 |
| gates resized | 7 | 3 |
==> worst max-delay path by stage <==
stage / slack, ps / endpoint / from / cells past startpoint
6_report: 120 / cout / b[0] / 10
5_1_grt: 9 / cout / b[0] / 10
4_1_cts: 2 / cout / a[0] / 10
==> logic make-up after synthesis <==
logic type / after synthesis
adder cells (fa/ha/maj): 4
buffers and inverters: 14
==> routing by layer <==
| layer | vias to the layer above | GRT usage [%] | part of all wire [%] |
|---|---|---|---|
| li1 | 60 | - | - |
| met1 | 52 | 1.93 | 60 |
| met2 | 14 | 1.04 | 16 |
| met3 | 0 | 1.02 | 24 |
| met4 | 0 | 0 | 0 |
| met5 | - | 0 | 0 |
==> power breakdown <==
group / internal, mW / total (mW) / switching (mW)
registers: 0 / 0 / 0
clock network: 0 / 0 / 0
logic: 0.0266 / 0.0380 / 0.0114
total: 0.0266 / 0.0380 / 0.0114
==> metrics by stage <==
stage	util [%]	total power, mW	hold WS, ps	area (sq um)
after global placement	9.23	0.0384	2560	315
final	9.56	0.0380	2320	327
after global routing	9.56	0.0437	2350	327
after CTS	9.41	0.0394	2420	322
after floorplan	-	0.0181	1740	148
after detailed placement	9.23	0.0388	2570	315
==> layout make-up <==
class                      instances  area (sq um)  area share (%)
inverter                          10          37.5            11.5
multi-input combinational          4          90.1            27.6
tap                               46          57.6            17.6
timing repair buffer              14           141            43.3
==> layout by cell type (no fill, tap or decap) <==
cell	n
dlymetal6s2s_1	1
clkdlybuf4s50_1	12
dlygate4sd2_1	1
inv_2	4
fa_2	4
inv_1	6
Power is estimated from default activity; no workload was simulated.
